`design.v`:
```
module alu_control (
	input  [31:0] instruction     ,
	output reg [ 2:0] alu_control
);
	always @(instruction) begin
		casex ({instruction[31:26], instruction[5:0]})
			12'b000100xxxxxx : alu_control = 3'b110;
			12'b001010xxxxxx : alu_control = 3'b111;
			12'b001000xxxxxx : alu_control = 3'b010;
			12'bxxxxxx100000 : alu_control = 3'b010;
			12'bxxxxxx100010 : alu_control = 3'b110;
			12'bxxxxxx100100 : alu_control = 3'b000;
			12'bxxxxxx100101 : alu_control = 3'b001;
			12'bxxxxxx101010 : alu_control = 3'b111;
			default          : alu_control = 3'b010;
		endcase
	end
endmodule
module controller (
	input  [31:0] instruction     ,
	output        branch    ,
	output        jump      ,
	output        mem_to_reg,
	output        mem_write ,
	output        reg_dst   ,
	output        reg_write ,
	output [ 2:0] alu_control,
	output        alu_src
);
	main_control maindec_inst (
		.instruction     (instruction     ),
		.branch    (branch    ),
		.jump      (jump      ),
		.mem_to_reg(mem_to_reg),
		.mem_write (mem_write ),
		.reg_dst   (reg_dst   ),
		.reg_write (reg_write ),
		.alu_src   (alu_src   )
	);
	alu_control aludec_inst (
		.instruction     (instruction     ),
		.alu_control(alu_control)
	);
endmodule
module main_control(input [31:0] instruction, output branch, output jump, output mem_to_reg, output mem_write, output reg_dst, output reg_write, output alu_src);
    wire [5:0] opcode;
    wire [5:0] funct;
    assign opcode=instruction[31:26];
    assign funct=instruction[5:0];
    wire is_add = (opcode == 6'b000000) && (funct == 6'b100000);
    wire is_sub = (opcode == 6'b000000) && (funct == 6'b100010);
    wire is_and = (opcode == 6'b000000) && (funct == 6'b100100);
    wire is_or = (opcode == 6'b000000) && (funct == 6'b100101);
    wire is_slt = (opcode == 6'b000000) && (funct == 6'b101010);
    wire is_lw = (opcode == 6'b100011);
    wire is_sw = (opcode == 6'b101011);
    wire is_addi = (opcode == 6'b001000);
    assign branch = (opcode == 6'b000100);
    assign jump = (opcode == 6'b000010);
    assign mem_to_reg = is_lw;
    assign mem_write = is_sw;
    assign reg_dst = is_lw;
    assign reg_write = is_add || is_sub || is_and || is_or || is_slt || is_lw || is_addi;
    assign alu_src = is_addi || is_lw || is_sw;
endmodule
```
`run.sh`:
```
#!/bin/bash
# OpenROAD 26Q1-2900-gdf79404cd8, Yosys 0.63+post, stock flow scripts
make -C /OpenROAD-flow-scripts/flow DESIGN_CONFIG=/design/flow/config.mk WORK_HOME=/design/flow/orfs finish
```
`config.mk`:
```
export PLATFORM = sky130hd
export DESIGN_NAME = controller
export DESIGN_NICKNAME = controller
export VERILOG_FILES = /design/flow/design.v
export SDC_FILE = /design/flow/constraint.sdc
export NUM_CORES = 4
export LEC_CHECK = 1
export CORE_AREA = 10 10 70 70
export DIE_AREA = 0 0 80 80
```
`constraint.sdc`:
```
current_design controller

set clk_period 3.5
set clk_io_pct 0.2

create_clock -name clk0 -period $clk_period

set non_clock_inputs [all_inputs -no_clocks]
set_input_delay [expr $clk_period * $clk_io_pct] -clock clk0 $non_clock_inputs
set_output_delay [expr $clk_period * $clk_io_pct] -clock clk0 [all_outputs]
```
==> node_exporter_impl.prom <==
# HELP chip_impl_metric Flow report values
# TYPE chip_impl_metric gauge
chip_impl_info{name="run_status",value="finished clean"} 1
chip_impl_metric{name="final_ant_viol_nets",unit=""} 0
chip_impl_info{name="critPathSlowestCell",value="sky130_fd_sc_hd__clkdlybuf4s50_1"} 1
chip_impl_metric{name="power.total",unit="uW"} 35.0
chip_impl_metric{name="timing_worst_slew_pin_value",unit="ns"} 0.374
chip_impl_metric{name="place.detailed.hpwl",unit="um"} 850
chip_impl_metric{name="met2WireLength",unit="um"} 420
chip_impl_metric{name="maxCapViolCount",unit=""} 0
chip_impl_metric{name="layout.core_utilization",unit="%"} 14.7
chip_impl_metric{name="layout_clock_buffers",unit=""} 0
chip_impl_info{name="cell_chain_critical_path",value="clkdlybuf4s50_1 > nor4_2 > o2111ai_1 > a31oi_1 > clkdlybuf4s50_1"} 1
chip_impl_metric{name="final_cell_count_no_fill",unit=""} 101
chip_impl_metric{name="route.detailed.drc",unit=""} 0
chip_impl_info{name="layout.cells.most_common_list",value="sky130_fd_sc_hd__clkdlybuf4s50_1 (22), sky130_fd_sc_hd__nand3_1 (4), sky130_fd_sc_hd__nor3b_1 (4)"} 1
chip_impl_metric{name="sequential_cell_area",unit="sq um"} 0
chip_impl_metric{name="grt_first_pass_wirelength",unit="um"} 1460
chip_impl_metric{name="power_per_cell_area",unit="nW/um^2"} 69.6
chip_impl_metric{name="logic_area",unit="sq um"} 221
chip_impl_info{name="hold_path.class",value="input port to output pin"} 1
chip_impl_metric{name="die_area",unit="sq um"} 6400
chip_impl_metric{name="hold_viol_final",unit=""} 0
chip_impl_metric{name="route.detailed.vias_per_inst",unit=""} 3.42
chip_impl_metric{name="final_critical_path_time_including_i_o_delays_and_setup",unit="ns"} 3.13
chip_impl_metric{name="final_min_period_over_clock_period",unit="%"} 89.3
chip_impl_metric{name="wire_per_inst",unit="um"} 9.60
chip_impl_metric{name="setup-violations-final",unit=""} 0
chip_impl_metric{name="ys.warnings.count",unit=""} 1
chip_impl_metric{name="dpl-instance-area",unit="sq um"} 503
chip_impl_metric{name="peak_vdd_ir",unit="mV"} 0.00910
chip_impl_metric{name="yosysChipArea",unit="sq um"} 249
chip_impl_info{name="critical_path.startpoint_type",value="input port"} 1
chip_impl_metric{name="grt_start_max_net_pins",unit=""} 11
chip_impl_info{name="routed.top_layer",value="met3"} 1
chip_impl_metric{name="placed_cells",unit=""} 101
chip_impl_info{name="mostFrequentLayoutCell",value="sky130_fd_sc_hd__clkdlybuf4s50_1"} 1
chip_impl_info{name="worst_path_most_repeated_cell",value="sky130_fd_sc_hd__clkdlybuf4s50_1"} 1
chip_impl_metric{name="layout.filler_cells",unit=""} 397
chip_impl_metric{name="yosysSeqAreaShare",unit="%"} 0
chip_impl_metric{name="via_count",unit=""} 345
chip_impl_metric{name="globalplace.congestion",unit=""} 0.804
chip_impl_metric{name="ys_cells",unit=""} 36
chip_impl_metric{name="cp.required",unit="ns"} 2.80
chip_impl_metric{name="cts_hold_buffers",unit=""} 0
chip_impl_metric{name="initialDrtViolationCount",unit=""} 14
chip_impl_info{name="worst_path_dominant_cell_family",value="buffers and inverters"} 1
chip_impl_metric{name="core_area",unit="sq um"} 3420
chip_impl_metric{name="die_h",unit="um"} 80
chip_impl_metric{name="ioPinCount",unit=""} 42
chip_impl_metric{name="crit_arrival",unit="ns"} 2.43
chip_impl_metric{name="antennaDiodeCount",unit=""} 0
chip_impl_metric{name="syn-mean-instance-area",unit="sq um"} 6.92
chip_impl_metric{name="warning_count",unit=""} 52
chip_impl_metric{name="flow.area_growth_from_synthesis",unit="%"} 102
chip_impl_metric{name="dr.pass1.iters",unit=""} 3
chip_impl_metric{name="drive_gt1_share",unit="%"} 1.82
chip_impl_metric{name="postLayoutCellArea",unit="sq um"} 503
chip_impl_metric{name="fmax",unit="GHz"} 0.320
chip_impl_metric{name="grt_overflow",unit=""} 0
chip_impl_metric{name="finalMaxSlewViolations",unit=""} 0
chip_impl_metric{name="setup-tns-final",unit="ns"} 0
chip_impl_metric{name="fp-utilization",unit="%"} 7.29
chip_impl_metric{name="p_leak",unit="uW"} 0.000154
chip_impl_metric{name="cp_slowest_stage_delay",unit="ns"} 0.49
chip_impl_metric{name="ys_types",unit=""} 25
chip_impl_metric{name="post_cts_resize_count",unit=""} 0
chip_impl_metric{name="critPathMaxFanout",unit=""} 4
chip_impl_info{name="rsz0062_at_grt",value="false"} 1
chip_impl_metric{name="synthCells",unit=""} 36
chip_impl_metric{name="route.layer.met1.wl",unit="um"} 429
chip_impl_metric{name="grt_usage",unit="%"} 2.66
chip_impl_info{name="timing_worst_setup_path_type",value="input port to output pin"} 1
chip_impl_metric{name="route.met3.wl",unit="um"} 120
chip_impl_metric{name="flops",unit=""} 0
chip_impl_metric{name="wirelength",unit="um"} 970
chip_impl_metric{name="number_of_buffers_inserted_by_post_cts_setup_repair",unit=""} 0
chip_impl_info{name="setup.worst_path.end_class",value="output pin"} 1
chip_impl_metric{name="port-buffer-count",unit=""} 22
chip_impl_metric{name="antenna_violations_before_repair",unit=""} 0
chip_impl_metric{name="max-slew-margin-rel",unit="%"} 74.9
chip_impl_metric{name="die.size.x",unit="um"} 80
chip_impl_metric{name="grt_pass1_vias",unit=""} 300
chip_impl_metric{name="synthesis.area",unit="sq um"} 249
chip_impl_metric{name="core.rowCount",unit=""} 21
chip_impl_metric{name="cp.buffers_inverters",unit=""} 2
==> power breakdown <==
| part | internal, uW | switching, uW |
|---|---|---|
| Combinational | 21.3 | 13.7 |
| Clock | 0 | 0 |
| Sequential | 0 | 0 |
| Total | 21.3 | 13.7 |
==> synthesized netlist by cell type <==
master	number	area (sq um)
sky130_fd_sc_hd__or2_1	1	6.26
sky130_fd_sc_hd__a21oi_1	1	5.00
sky130_fd_sc_hd__nor4bb_1	2	20.0
sky130_fd_sc_hd__buf_6	1	11.3
sky130_fd_sc_hd__nor2b_1	2	12.5
sky130_fd_sc_hd__nand2_1	2	7.51
sky130_fd_sc_hd__a31oi_1	1	6.26
sky130_fd_sc_hd__buf_2	1	5.00
sky130_fd_sc_hd__o2111ai_1	1	8.76
sky130_fd_sc_hd__or4b_1	1	10.0
sky130_fd_sc_hd__o21ai_1	1	5.00
sky130_fd_sc_hd__nand3_1	4	20.0
sky130_fd_sc_hd__buf_4	1	7.51
sky130_fd_sc_hd__inv_1	1	3.75
sky130_fd_sc_hd__nor2_1	1	3.75
sky130_fd_sc_hd__nor3_1	2	10.0
sky130_fd_sc_hd__nor3b_1	4	30.0
sky130_fd_sc_hd__and3b_1	1	8.76
sky130_fd_sc_hd__a22oi_1	1	7.51
sky130_fd_sc_hd__and3_1	1	6.26
sky130_fd_sc_hd__nor4_2	1	12.5
sky130_fd_sc_hd__o21ai_0	1	5.00
sky130_fd_sc_hd__nand4b_1	2	17.5
sky130_fd_sc_hd__mux2i_1	1	10.0
sky130_fd_sc_hd__xor2_1	1	8.76
==> cell type report <==
type / instances / area share, %
inverters: 1 / 0.746
multi-input cells: 32 / 44.0
well taps: 46 / 11.4
repair buffers: 22 / 43.8
==> kinds of logic (layout without fill, tap and decap cells) <==
logic type | count (synthesis) | after routing | share of synthesized area, %
AND-OR/OR-AND | 6 | 6 | 15.1
XOR/XNOR | 1 | 1 | 3.52
buffers and inverters | 4 | 23 | 11.1
multiplexers | 1 | 1 | 4.02
AND/OR/NAND/NOR | 24 | 24 | 66.3
==> routing by layer <==
metal / vias up / track usage, %
li1: 178 / -
met1: 153 / 3.30
met2: 14 / 4.65
met3: 0 / 0.795
met4: 0 / 0
met5: - / 0
==> metrics by stage <==
stage / setup WS [ns] / hold WS, ns
final: 0.374 / 2.47
after global routing: 0.195 / 2.51
after CTS: 0.358 / 2.48
after detailed placement: 0.356 / 2.47
after global placement: 0.351 / 2.47
after floorplan: 1.43 / 1.47
==> final timing paths <==
kind | startpoint | end | slack, ns | depth (start not counted)
max | instruction[26] | reg_write | 0.37 | 5
min | instruction[27] | jump | 2.47 | 3
Power and IR drop assume default switching activity.
