**design/flow/run.sh**
```bash
#!/bin/bash
# OpenROAD 26Q1-2900-gdf79404cd8, Yosys 0.63+post, stock flow scripts
make -C /OpenROAD-flow-scripts/flow DESIGN_CONFIG=/design/flow/config.mk WORK_HOME=/design/flow/orfs finish
```
**design/flow/config.mk**
```make
export PLATFORM = sky130hd
export DESIGN_NAME = datapath
export DESIGN_NICKNAME = datapath
export VERILOG_FILES = /design/flow/design.v
export SDC_FILE = /design/flow/constraint.sdc
export NUM_CORES = 4
export LEC_CHECK = 1
export CORE_UTILIZATION = 30
export SYNTH_MEMORY_MAX_BITS = 65536
```
**design/flow/constraint.sdc**
```tcl
current_design datapath

set clk_period 40.9
set clk_io_pct 0.2

create_clock -name clk0 -period $clk_period [get_ports {clk}]

set non_clock_inputs [all_inputs -no_clocks]
set_input_delay [expr $clk_period * $clk_io_pct] -clock clk0 $non_clock_inputs
set_output_delay [expr $clk_period * $clk_io_pct] -clock clk0 [all_outputs]
```
**design/flow/design.v**
```verilog
module alu(input[31:0] a, b, input[2:0] ALUop, output zero, output [31:0] y);
    wire [31:0] not_b;
    assign not_b = ~b;
    wire [31:0] b_mux_not_b;
    assign b_mux_not_b = (ALUop[2]==1'b0)? b:not_b;
    wire [31:0] f00;
    assign f00=a&b_mux_not_b;
    wire [31:0] f01;
    assign f01=a|b_mux_not_b;
    wire [31:0] f10;
    Nbit_adder #(32) adder(a, b_mux_not_b, ALUop[2], f10);
    wire [31:0] f11;
    assign f11 = {{31{1'b0}}, ((a[31] == not_b[31]) && (f10[31] != a[31])) ? ~(f10[31]) : f10[31]};
    assign zero = (y==32'b0);
    assign y = (ALUop[1]==1'b0)? ((ALUop[0]==1'b0)? f00:f01):((ALUop[0]==1'b0)? f10:f11);
endmodule
module Nbit_adder #(parameter N = 4) (input [N-1:0] a, b, input carry_in, output [N-1:0] y);
    wire [N:0] carries;
    assign carries[0] = carry_in;
    genvar i;
    generate
        for (i = 0; i < N; i = i + 1) begin: add
            assign y[i] = a[i] ^ b[i] ^ carries[i];
            assign carries[i+1] = (a[i] & b[i]) | (a[i] & carries[i]) | (b[i] & carries[i]);
        end
    endgenerate
endmodule
module datapath(
    input clk,
    input [2:0] alucontrol,
    input alu_src,
    input branch,
    input jump,
    input mem_to_reg,
    input mem_write,
    input reg_dst,
    input reg_write,
    input [31:0] instruction,
    output [31:0] alu_result,
    output [31:0] write_data
);
    reg [31:0] pc;
    wire [31:0] read_data;
    wire [31:0] pc_plus_4;
    Nbit_adder #(32) adder(pc, 32'b00000000000000000000000000000100, 1'b0, pc_plus_4);
    wire [31:0] branch_target;
    Nbit_adder #(32) br_target(pc_plus_4, {{14{instruction[15]}}, instruction[15:0], 2'b0}, 1'b0, branch_target);
    wire [31:0] pc_after_beq;
    wire zero;
    assign pc_after_beq = (branch && zero) ? branch_target : pc_plus_4;
    wire [31:0] jump_target;
    assign jump_target = {pc[31:28], instruction[25:0], 2'b0};
    wire [31:0] pc_after_jump;
    assign pc_after_jump = (jump) ? jump_target : pc_after_beq;
    initial begin
        pc = 32'b000;
    end
    always @(posedge clk) begin
        pc <= pc_after_jump;
    end
    wire [4:0] rs;
    assign rs = instruction[25:21];
    wire [4:0] rt;
    assign rt = instruction[20:16];
    wire [4:0] rd;
    assign rd = instruction[15:11];
    wire [4:0] write_reg;
    assign write_reg = reg_dst ? rt : rd;
    wire [31:0] result;
    assign result = mem_to_reg ? read_data : alu_result;
    wire [31:0] reg_data1;
    wire [31:0] reg_data2;
    regfile registers(
        .clk(clk),
        .rw(reg_write),
        .addr1(rs),
        .addr2(rt),
        .data1(reg_data1),
        .data2(reg_data2),
        .addr3(write_reg),
        .wr_data(result)
    );
    wire [31:0] src;
    assign src = alu_src ? {{16{instruction[15]}}, instruction[15:0]} : reg_data2;
    alu primary_alu(
        .a(reg_data1),
        .b(src),
        .ALUop(alucontrol),
        .zero(zero),
        .y(alu_result)
    );
    assign write_data = reg_data2;
    dmem memory(clk, mem_write, alu_result, reg_data2, read_data);
endmodule
module dmem(
    input clk,
    input write_en,
    input [31:0] addr,
    input [31:0] wr_data,
    output [31:0] rd_data
);
    reg [255:0] mem [31:0];
    assign rd_data = mem[addr];
    initial begin: hello
        integer i;
        for (i = 0; i < 256; i = i + 1) begin
            mem[i] = i+1;
        end
	end
    always @(posedge clk) begin
        if(write_en) begin
            mem[addr] <= wr_data;
        end
    end
endmodule
module regfile(input clk, input rw, input[4:0] addr1, input [4:0] addr2, output reg[31:0] data1, output reg[31:0] data2, input [4:0] addr3, input [31:0] wr_data);
    reg [31:0] regmem [31:0];
	initial begin: hello
        integer i;
        for (i = 0; i < 32; i = i + 1) begin
            regmem[i] = i+1;
        end
	end
	always @(addr1 or regmem[addr1]) begin
		data1 = regmem[addr1];
	end
	always @(addr2 or regmem[addr2]) begin
		data2 = regmem[addr2];
	end
    always@ (negedge clk) begin
		if(rw == 1'b1) begin
			regmem[addr3] = wr_data;
		end
	end
endmodule
```
==> run summary <==
Implementation summary

Per the timing report, the most critical flop-to-flop path finishes at memory.mem[17][24]. The actual transition at the worst max-transition pin is 1.023 ns. The leakage power total is 41.30 nW.

The worst slew slack as a fraction of its limit is 0.3163. The number of flops mapped to enable cells by yosys is 2048. Post-synth the commonest register cell is sky130_fd_sc_hd__edfxtp_1. The worst ir drop on vdd is 48.19 uV. The final reports fail on negative setup slack.

The peak fanout along the critical path is 8. Total global-route track usage over all layers is 0.2056. Clock-pin slew was measured on the worst setup and hold paths at 0.03 ns. Per the synth log, the flip-flop and latch total comes to 2048.

The port buffer count is 98. In this run the mean area of a mapped cell was 17.58 um^2. The number of iterations in the first detailed-routing pass is 5. Synthesis instantiated 65 different standard cells from the library. Among the stages of the critical path, the cell type that occurs most often is sky130_fd_sc_hd__fa_2. Yosys reports a chip area of 90010 um^2.

Per the post-route antenna check, the number of violating nets is 0. Dividing the detail-routed via count by the number of cells gives 5.133. Synthesis handed over a netlist of 5121 instances. Summed over all failing endpoints, the final setup total negative slack is -3165.43 ns.

The total wire length after detailed routing is 294600 um. The script parses the final routing iteration and logs DRC violations as 0. The clock latency reported for the late side of the worst-skew pair is 0.85 ns. The met2 track demand over resource is 0.3053. The area inside the core boundary is 297500 um^2. The multi-input logic area is 28460 um^2.

STA lists the startpoint of the worst hold path as registers.regmem[8][26]. The type recorded for the worst min-delay path is reg -> reg. Pins over their slew limit in the final report were tallied at 0. The TritonCTS clock tree is done. The detailed-route wire length per cell is 27.28 um. The root buffer selected by CTS is sky130_fd_sc_hd__clkbuf_16. The number of warnings in the stage logs is 1099. The count of boundary I/O pins is 107. At the floorplan stage, the core utilization is reported as 0.3025. The detailed router finished its first iteration with 3613 violations. Sorting the Yosys area breakdown by cell type puts at the top sky130_fd_sc_hd__edfxtp_1. The timing report notes that buffer and inverter cells on the critical path total 16. The synthesized area is 90010 um^2. The slowest stage of the critical path is the sky130_fd_sc_hd__mux4_2 cell. The path type of the worst setup path is in -> reg.

For this run, the slowest stage of the critical path takes 0.51 ns. Counting cells, the worst reg-to-reg path comes to 46. The capturing element type of the critical path is a flop. The yosys synthesis warning count is 3. The number of global-route vias before repair is 60110. For this run the aggregate overflow at the end of global routing stands at 0. The die span in y is 549.7 um.

The initial antenna violation count is 7. The HPWL reported at the end of detailed placement is 173000 um. By area the synthesized netlist is led by sky130_fd_sc_hd__edfxtp_1, sky130_fd_sc_hd__mux4_2, sky130_fd_sc_hd__nand2_1. The count of filler cells inserted in the layout is 26490. The total clock sinks is 2048. Setup slack on the critical path of the routed design comes to -3.254 ns. The number of clock buffers added by TritonCTS is 212. RePlAce ended its routability-driven mode at a weighted congestion of 0.8852.

The die covers 302200 um^2. The sequential element share of the synthesized area is 0.6833. The layout cell share with drive strength beyond 1 is 0.2631. The worst clock skew is 0.06552 ns.

In this run the core area contains 200 standard-cell rows. The register-to-register setup slack is 3.67 ns. The worst hold path terminates at registers.regmem[2][26]. met2 is the most crowded layer. The longest clock path from root to sink contains 3 buffers. Routing resource usage on met1 recorded by global route was 0.2019. After synthesis, the design contains 5121 cells according to Yosys.

The area taken by sequential standard cells is reported as 61500 um^2. The number of cells on the worst hold path is listed as 9. Per the OpenROAD floorplan log, the width of the die is 549.7 um. The final core utilization is 0.3791.

The required time at the worst endpoint is listed as 20.99 ns. The cell family with the largest share of critical-path delay is adder cells. The data arrival time of the worst path is 24.25 ns. Setup repair after global routing could not meet its margin everywhere. For this design the ratio of total power to cell area is 52.67 nW/um^2. The report counts max-capacitance violations totalling 0. CTS built an H-tree with a depth of 4.

From synthesis to final layout, the design area changed by 25.31%. The share of synthesized area in the top cell type comes to 0.6833. The wire length of the first global-routing pass is 410400 um. The number of vias in the routed layout is 55430. The final count of negative-setup-slack endpoints is 1033. Entering global routing, the biggest net connects 70 pins. The run finished, with violations left. The met3 layer usage reported by global route is 0.1799. For this run, asynchronously set or reset flops after synthesis account for 0. For the worst reg-to-reg path, the startpoint reported by OpenROAD is registers.regmem[30][1].

The final hold violation count is 0. The worst setup path is launched from a primary input.
sequential cells by signal, summed over array words and instances (netlist names):
name	count
memory.mem	1024
registers.regmem	1024
how the worst max path moves through the flow:
stage                      startpoint                      end  slack [ns]  cells after the start
CTS           registers.regmem[30][1]            alu_result[0]       -3.36                     44
finish                instruction[21]  registers.regmem[18][8]       -3.25                     60
global route          instruction[21]  registers.regmem[7][20]       -3.56                     58
cells by family after synthesis:
family | Yosys count | synth area share
mux | 921 | 0.1877
compound gates | 428 | 0.03282
buf+inv | 421 | 0.02107
fa+ha+maj | 93 | 0.01533
flops | 2048 | 0.6833
xor+xnor | 34 | 0.003308
simple gates | 1176 | 0.05648
cells in the mapped netlist (3+ instances only):
cell	n
sky130_fd_sc_hd__a2111oi_0	3
sky130_fd_sc_hd__a211oi_1	6
sky130_fd_sc_hd__a21oi_1	60
sky130_fd_sc_hd__a22oi_1	20
sky130_fd_sc_hd__a311oi_1	108
sky130_fd_sc_hd__a31oi_1	60
sky130_fd_sc_hd__a32oi_1	5
sky130_fd_sc_hd__and2_1	5
sky130_fd_sc_hd__and3_1	99
sky130_fd_sc_hd__and3b_1	3
sky130_fd_sc_hd__buf_1	68
sky130_fd_sc_hd__buf_2	86
sky130_fd_sc_hd__buf_4	27
sky130_fd_sc_hd__buf_6	14
sky130_fd_sc_hd__clkbuf_1	152
sky130_fd_sc_hd__edfxtp_1	2048
sky130_fd_sc_hd__fa_1	29
sky130_fd_sc_hd__ha_1	63
sky130_fd_sc_hd__inv_1	67
sky130_fd_sc_hd__inv_2	4
sky130_fd_sc_hd__mux2_1	3
sky130_fd_sc_hd__mux2_2	43
sky130_fd_sc_hd__mux2i_1	266
sky130_fd_sc_hd__mux4_2	609
sky130_fd_sc_hd__nand2_1	745
sky130_fd_sc_hd__nand2b_1	6
sky130_fd_sc_hd__nand3_1	127
sky130_fd_sc_hd__nand3b_1	3
sky130_fd_sc_hd__nand4_1	3
sky130_fd_sc_hd__nand4b_1	3
sky130_fd_sc_hd__nor2_1	108
sky130_fd_sc_hd__nor2b_1	7
sky130_fd_sc_hd__nor3_1	16
sky130_fd_sc_hd__nor3b_1	5
sky130_fd_sc_hd__nor4_1	37
sky130_fd_sc_hd__o21ai_0	55
sky130_fd_sc_hd__o21ai_1	4
sky130_fd_sc_hd__o221ai_1	8
sky130_fd_sc_hd__o22a_1	5
sky130_fd_sc_hd__o22ai_1	70
sky130_fd_sc_hd__o31ai_1	6
sky130_fd_sc_hd__o32ai_1	4
sky130_fd_sc_hd__xnor2_1	32
placed cells by master (no fill, tap or decap), types with 48 or more instances in the layout:
cell type	n
sky130_fd_sc_hd__o21ai_0	48
sky130_fd_sc_hd__a21oi_1	58
sky130_fd_sc_hd__clkbuf_16	239
sky130_fd_sc_hd__inv_1	1118
sky130_fd_sc_hd__buf_12	75
sky130_fd_sc_hd__buf_4	448
sky130_fd_sc_hd__nand2_1	738
sky130_fd_sc_hd__ha_1	63
sky130_fd_sc_hd__nor2_4	64
sky130_fd_sc_hd__and3_1	96
sky130_fd_sc_hd__mux2i_1	261
sky130_fd_sc_hd__o22ai_1	66
sky130_fd_sc_hd__nand3_1	120
sky130_fd_sc_hd__edfxtp_1	2048
sky130_fd_sc_hd__mux4_2	609
sky130_fd_sc_hd__a311oi_1	76
sky130_fd_sc_hd__clkdlybuf4s50_1	84
per-layer routing:
| metal | routed length, um | vias to the layer above |
|---|---|---|
| met5 | 388 | - |
| met4 | 12010 | 14 |
| met3 | 55680 | 619 |
| met2 | 138700 | 3801 |
| met1 | 87730 | 27140 |
| li1 | - | 23850 |
stage by stage:
step	hold slack [ns]	cells	setup WS (ns)	power, W	cell area (um^2)
2_1_floorplan	1.534	5121	-2.189	0.003250	91340
3_3_place_gp	2.037	9311	-3.724	0.003715	100400
3_5_place_dp	2.039	9311	-3.727	0.003728	100400
4_1_cts	2.056	10720	-3.363	0.005886	111100
5_1_grt	2.205	10800	-3.562	0.006230	112800
6_report	2.067	10800	-3.254	0.005940	112800
power breakdown:
group	internal (W)	switching [W]	total, W	leakage [nW]
clock network	0.00123	0.00105	0.00228	8.84
logic	0.000446	0.000711	0.00116	14.0
registers	0.00249	0.0000101	0.00250	18.5
final cells by class:
type                    count  area share
flip-flops and latches   2048      0.5453
multi-input cells        2652      0.2523
repair buffers            678     0.06135
clock buffers             251     0.04965
clock inverters          1155     0.04497
well taps                3939     0.04370
inverters                  73    0.002729
diodes                      2  0.00004437
worst register-to-register path: cells and delay by family, from the launching register on:
family | cells | cell delay, ns
simple gates | 3 | 1.81
fa+ha+maj | 30 | 10.99
xor+xnor | 1 | 0.15
compound gates | 5 | 0.74
flops | 1 | 0.38
buf+inv | 5 | 1.33
mux | 2 | 1.00
repair_timing:
item,4_1_cts,5_1_grt
pin swaps,5,23
gates cloned,0,25
gates resized,18,125
buffers inserted,2,55
endpoints found under the setup margin,1034,1034
hold buffers,0,0
Power and IR drop assume default switching activity.
